File: ./config.mk
export PLATFORM = sky130hd
export DESIGN_NAME = datamem
export DESIGN_NICKNAME = datamem
export VERILOG_FILES = /design/flow/design.v
export SDC_FILE = /design/flow/constraint.sdc
export NUM_CORES = 4
export LEC_CHECK = 1
export CORE_UTILIZATION = 30
export SYNTH_MEMORY_MAX_BITS = 65536
File: ./constraint.sdc
current_design datamem

set clk_period 214.0
set clk_io_pct 0.2

create_clock -name clk0 -period $clk_period [get_ports {clock}]

set non_clock_inputs [all_inputs -no_clocks]
set_input_delay [expr $clk_period * $clk_io_pct] -clock clk0 $non_clock_inputs
set_output_delay [expr $clk_period * $clk_io_pct] -clock clk0 [all_outputs]
File: ./design.v
`timescale 1ns / 1ps
module datamem(clock,address, MemWrite, MemRead, WriteData, ReadData);
	input clock;
	input [10:0] address;
	input MemWrite, MemRead;
	input [31:0] WriteData;
    integer i;
	output [31:0] ReadData;
	reg [31:0] Mem[0:1024];  
	initial begin
	for(i = 0;i<= 1024;i = i + 1)
	    Mem[i] <= 32'b0;
	end
	always @ (negedge clock) begin
		if (MemWrite == 1)
			Mem[address[10:2]] <= WriteData;
	end
  assign ReadData = (MemRead == 1) ? Mem[address[10:2]] : 32'b0;
endmodule
File: ./run.sh
#!/bin/bash
# OpenROAD 26Q1-2900-gdf79404cd8, Yosys 0.63+post, stock flow scripts
make -C /OpenROAD-flow-scripts/flow DESIGN_CONFIG=/design/flow/config.mk WORK_HOME=/design/flow/orfs finish
==> notes.md <==
Implementation progress

The flow did not finish. The stage where the run came to a stop is 5_1_grt. The first error in the log reads "[ERROR GRT-0116] Global routing finished with congestion. Check the congestion regions in the DRC Viewer".

The number of placed instances, taps included stands at 58629. Of the synthesized area, sequential elements account for 79.2%. 78 I/O pins were placed. After floorplanning, the core was divided into 528 placement rows.

Counting every instance in the synthesized netlist gives 30809. Per the TritonCTS log, the buffer count is 1735. The vertical die dimension stands at 1440 um. The synthesis stat section lists a flop and latch total of 16384. According to the dpl log, the detail-placed design has an HPWL of 1280000 um.

For this run, the chip area from Yosys synthesis comes to 0.621 mm2. The final weighted congestion recorded by global placement is 0.928. The count of port buffers added during placement stands at 75. The post-cts sizing count stands at 0. The number of setup buffers added after CTS is 0. A synthesized cell averages 20.2 um2. The number of enable-type register cells in the synthesized netlist stands at 16384. CTS reports a maximum clock tree buffer depth of 6. The starting utilization of the core area stands at 30.1%. The post-synth design cell area stands at 0.621 mm2. The number of distinct library cells after synthesis stands at 75. The H-tree depth reported by CTS stands at 7. The maximum number of pins on one net before global-route repair stands at 129.

The proportion of register bits with asynchronous set or reset after synthesis stands at 0%. The floorplan die width stands at 1440 um. The synthesized netlist was found by Yosys to have 30809 cells.

In the synthesized netlist the dominant register cell turns out to be sky130_fd_sc_hd__edfxtp_1. The number of buffers inserted by hold repair at cts stands at 0. In this run the clock root is driven by a sky130_fd_sc_hd__clkbuf_16. The count of synthesis-stage warnings from yosys stands at 1. According to the CTS report, the clock sink count is 16384.
[logic make-up after synthesis]
logic type | Yosys count | synth area share [%]
compound gates | 3823 | 4.01
buf+inv | 1825 | 1.44
flops | 16384 | 79.2
mux | 6796 | 13.8
simple gates | 1981 | 1.58
[metrics by stage]
stage	instance area [um2]	power (uW)	worst slack [ps]	hold slack, ps
CTS	787000	8170	57840	86640
detailed placement	668000	4370	58580	86630
global placement	668000	4370	58570	86620
floorplan	621000	4190	59150	85660
[synth_stat cells, types with 44 or more instances]
cell type,instances,area [um2]
sky130_fd_sc_hd__o22ai_1,2640,16500
sky130_fd_sc_hd__edfxtp_1,16384,492000
sky130_fd_sc_hd__nand4_1,92,576
sky130_fd_sc_hd__a31oi_1,122,763
sky130_fd_sc_hd__mux2i_1,5382,53900
sky130_fd_sc_hd__a21oi_1,209,1050
sky130_fd_sc_hd__mux4_2,1411,31800
sky130_fd_sc_hd__clkbuf_1,530,1990
sky130_fd_sc_hd__nor4_1,553,3460
sky130_fd_sc_hd__or4_1,44,330
sky130_fd_sc_hd__nor2_1,639,2400
sky130_fd_sc_hd__buf_1,137,514
sky130_fd_sc_hd__buf_4,211,1580
sky130_fd_sc_hd__nand3_1,117,586
sky130_fd_sc_hd__a221oi_1,71,622
sky130_fd_sc_hd__a22o_1,83,727
sky130_fd_sc_hd__o21ai_0,51,255
sky130_fd_sc_hd__nor3_1,116,581
sky130_fd_sc_hd__nand2_1,351,1320
sky130_fd_sc_hd__buf_2,917,4590
sky130_fd_sc_hd__a22oi_1,466,3500
No activity file was given, so power comes from the tool's default toggle rates.
