===== design/flow/config.mk =====
export PLATFORM = sky130hd
export DESIGN_NAME = regfile
export DESIGN_NICKNAME = regfile
export VERILOG_FILES = /design/flow/design.v
export SDC_FILE = /design/flow/constraint.sdc
export NUM_CORES = 4
export LEC_CHECK = 1
export CORE_UTILIZATION = 30

===== design/flow/constraint.sdc =====
current_design regfile

set clk_period 7.4
set clk_io_pct 0.2

create_clock -name clk0 -period $clk_period [get_ports {clk}]

set non_clock_inputs [all_inputs -no_clocks]
set_input_delay [expr $clk_period * $clk_io_pct] -clock clk0 $non_clock_inputs
set_output_delay [expr $clk_period * $clk_io_pct] -clock clk0 [all_outputs]

===== design/flow/design.v =====
`timescale 1ns / 1ps
module regfile (clk,rst,we,raddr1,raddr2,waddr,wdata,rdata1,rdata2);
	input [4:0] raddr1,raddr2,waddr;
	input [31:0] wdata;
	input we,clk,rst;
	output [31:0] rdata1,rdata2;
	reg [31:0] array_reg[31:0];  
	integer i;
	assign rdata1 = array_reg[raddr1] ;
	assign rdata2 = array_reg[raddr2] ;
	always @(negedge clk or posedge rst) begin
		if (rst == 1) begin  
			for (i=0; i<32; i=i+1)
				array_reg[i] <= 0;
		end else begin
		if (we == 1)  
			array_reg[waddr] <= wdata;
		end
		array_reg[0] <= 0;
	end
endmodule

===== design/flow/run.sh =====
#!/bin/bash
# OpenROAD 26Q1-2900-gdf79404cd8, Yosys 0.63+post, stock flow scripts
make -C /OpenROAD-flow-scripts/flow DESIGN_CONFIG=/design/flow/config.mk WORK_HOME=/design/flow/orfs finish

==> Table 3: Implementation characteristics <==
Table: implementation figures

Parameter                              Value

Floorplan
  Width of the chip .................. between 400 and 500 um
  Total number of placement rows .................. roughly 150
  Fp_density .................. 30.30%
  Height of the die .................. 413.6 um
  Count of boundary I/O pins .................. around 110
  Placeable core region .................. 167800 um2
  Die area .................. roughly 170000 um2

Synth
  Count of warnings emitted by yosys .................. 2
  Post-synthesis average cell area .................. ~12 um2
  Number of enable flip-flop cells .................. 0
  Library cells used by synthesis .................. approximately 59
  Chip area estimate from yosys synthesis .................. slightly above 50000 um2
  Async set or reset register ratio after synthesis .................. roughly 100%
  Synthesized instance count .................. about 4400
  Post-synth design cell area .................. slightly above 50000 um2
  Yosys cell count .................. 4367
  Register area share after synthesis .................. approximately half
  Top flip-flop cell by instance count after synthesis .................. sky130_fd_sc_hd__dfrtn_1
  Register bit total from synthesis .................. between 900 and 1000

Placement
  Total half-perimeter wirelength after legalization and detailed placement .................. about 160 mm
  RePlAce Congestion .................. just over 1
  Count of buffers from port buffering .................. between 100 and 150
  Cell count after placement .................. between 6000 and 7000

Routing
  Total vias in the final route .................. 44660
  DRT iter0 DRCs .................. around 5000
  Post-DR vias/cell .................. 6.441
  Total length of routed wires .................. approximately 260 mm
  Wire length per cell .................. roughly 37 um
  DRC Markers .................. 0
  Remaining antenna violation count after routing .................. 0
  Pre-antenna DRT Iters .................. 6

CTS
  Clock slew at the register clock pins of the worst setup and hold paths .................. roughly 0.050 ns
  CTS Buffer Depth .................. 3
  TritonCTS clock tree .................. done
  Hold-fix buffer count after cts .................. 0
  Number of CTS-inserted buffers .................. 108
  Late-Pin Clk Latency .................. roughly 0.68 ns
  Number of levels in the clock H-tree .................. 3
  Cell chosen for the clock root .................. sky130_fd_sc_hd__clkbuf_16
  Total clock sinks .................. approximately 1000

STA
  Transition time at the pin with the least slew margin .................. ~1.2 ns
  Total count of max-transition violations in the final report .................. 0
  Post-layout worst setup margin .................. -0.3338 ns
  Headroom to the max-slew limit .................. 17.92%
  Final count of hold timing violations .................. 0
  Setup violation total in the final timing report .................. around 52
  Setup repair after global routing missed its margin .................. yes
  Clock tree skew after final layout .................. 0 ns

Setup path
  CP Data Required Time .................. about 5.9 ns
  Classification of the worst setup path .................. flop to primary output
  Data arrival time of the critical path .................. about 6.3 ns
  FF-to-FF path depth .................. 3
  Largest fanout on the critical path .................. 3
  Type of destination of the critical path .................. primary output
  Startpoint Class .................. flop

Final layout
  Share of layout cells above drive strength 1 .................. between 40% and 50%
  Top logic cells by instance count in the layout .................. sky130_fd_sc_hd__mux2_2, sky130_fd_sc_hd__dfrtn_1, sky130_fd_sc_hd__a22oi_1
  Max reg flops .................. about 990
  Post-Layout Cell Count .................. about 6900
  Syn-to-layout area delta .................. 25.19%
  Most frequently placed logic cell in the final layout .................. sky130_fd_sc_hd__mux2_2

Power
  Power Total .................. approximately 0.016 W
  Max rail drop VDD .................. 0.0001956 V
  Power per cell area .................. ~250 nW/um2
  Leakage power of the design .................. roughly 28 nW

Global route
  Global route overflow .................. 0
  Pin count of the biggest net entering global routing .................. 120
  Met3 global-route usage .................. between 10% and 20%
  Met1 Usage GRT .................. 37.38%
  Overall track demand over capacity in global routing .................. a little under a third
  Highest-utilization routing layer at the global route stage .................. met2
  Initial antenna violation count .................. 12
  Wire length of the first global-routing pass .................. approximately 360 mm
  Number of global-route vias before repair .................. 44930
  Met2 capacity usage during global routing .................. ~42%

Run status
  Run status .................. complete, but fails checks
  Violations in the final reports .................. setup timing

Hold path
  Worst hold path type .................. flop to flop
  Cell count of the worst hold path .................. 1

Flow run
  Maximum Capacitance Violations .................. 0
  Tool Warnings .................. 34
worst max-delay path, cell delays in order, from the launching register on:
cell and delay, ns:
sky130_fd_sc_hd__dfrtn_1 0.35, sky130_fd_sc_hd__mux2_4 0.27, sky130_fd_sc_hd__a32oi_1 0.17, sky130_fd_sc_hd__nand3_1 0.08, sky130_fd_sc_hd__or4_1 0.52, sky130_fd_sc_hd__or3_4 0.34
sky130_fd_sc_hd__buf_6 0.13
cells by family (layout without fill, tap and decap cells):
kind of cell | after synthesis | in the layout | share of synthesized area (%)
muxes | 1060 | 1060 | 23.40
buffers and inverters | 477 | 826 | 3.726
and+or+nand+nor | 1076 | 1076 | 12.06
other | 0 | 13 | 0
DFF | 992 | 992 | 48.83
AOI/OAI and AO/OA | 762 | 762 | 11.98
metrics by stage:
step	worst slack (ns)	cell area (um2)	util, %	TNS (ns)	hold WS [ns]
after floorplan	-11.07	50840	-	-	0.4456
after global placement	-0.2035	57320	34.16	-0.7405	0.4585
after detailed placement	-0.1657	57320	34.16	-0.5765	0.4641
after CTS	-0.3855	62680	37.36	-10.58	0.4640
after global routing	-0.3968	63610	37.91	-12.09	0.4779
final	-0.3338	63640	37.93	-8.983	0.4646
layout make-up:
type,instances,area (um2)
antenna,13,32.53
fill,15870,104100
inverter,7,30.03
clock inverter,45,549.3
timing repair buffer,618,5771
clock buffer,156,3198
multi-input combinational,2898,26480
sequential,992,24820
tap,2204,2758
final timing paths:
kind                            slack, ns               from           endpoint
worst max-delay path                -0.33   array_reg[9][12]         rdata2[12]
worst min-delay path                 0.46  array_reg[15][18]  array_reg[15][18]
worst max register to register       6.37   array_reg[25][3]   array_reg[25][3]
worst min register to register       0.46  array_reg[15][18]  array_reg[15][18]
max in group asynchronous            1.45                rst  array_reg[17][26]
min in group asynchronous            4.68                rst   array_reg[2][23]
cell usage after synthesis (all sizes together), types with 16 or more instances:
| cell | n | area share [%] |
|---|---|---|
| buf | 125 | 1.1 |
| a221oi | 35 | 0.60 |
| a2111oi | 82 | 1.7 |
| mux2 | 1026 | 23 |
| clkbuf | 345 | 2.5 |
| dfrtn | 992 | 49 |
| or4 | 45 | 0.66 |
| or3 | 16 | 0.20 |
| nand3 | 351 | 3.5 |
| a21oi | 28 | 0.28 |
| a22o | 53 | 0.91 |
| a32oi | 34 | 0.59 |
| and3 | 261 | 3.2 |
| mux2i | 34 | 0.67 |
| nand4 | 150 | 1.8 |
| nand2 | 57 | 0.42 |
| nor2 | 66 | 0.49 |
| a22oi | 477 | 7.0 |
| and2 | 34 | 0.43 |
where the power goes:
group	switching (W)	internal, W	total [W]
Clock	0.00244	0.00338	0.00582
Combinational	0.00125	0.00147	0.00272
Sequential	0.000927	0.00658	0.00751
repair_timing:
item,CTS,global route
pin swaps,203,139
setup buffers,80,29
endpoints found under the setup margin,64,60
gates resized,473,107
routing by layer:
layer | up-vias | wire (um)
met1 | 22480 | 89430
met4 | 23 | 21370
li1 | 17420 | -
met3 | 1190 | 41690
met5 | - | 353
met2 | 3539 | 104500
No activity file was given, so power comes from the tool's default toggle rates.
