## flow/constraint.sdc

```tcl
current_design mccu

set clk_period 2.7
set clk_io_pct 0.2

create_clock -name clk0 -period $clk_period

set non_clock_inputs [all_inputs -no_clocks]
set_input_delay [expr $clk_period * $clk_io_pct] -clock clk0 $non_clock_inputs
set_output_delay [expr $clk_period * $clk_io_pct] -clock clk0 [all_outputs]
```

## flow/config.mk

```make
export PLATFORM = sky130hd
export DESIGN_NAME = mccu
export DESIGN_NICKNAME = mccu
export VERILOG_FILES = /design/flow/design.v
export SDC_FILE = /design/flow/constraint.sdc
export NUM_CORES = 4
export LEC_CHECK = 1
export CORE_AREA = 10 10 97 97
export DIE_AREA = 0 0 107 107
```

## flow/design.v

```verilog
`timescale 1ns / 1ps
module mccu(op, func, instr_25_21, rdata1,rdata2,write_reg, DM_R, DM_W,DM_ext, rf_we, mux3, mux4, mux2, aluc, mux1, mux5,jal,
	          s_ext,hilo_W,mfhi,mflo,mthi,mtlo,div,divu,multu,mul,exception,mtc0,mfc0,cause,CP0_we,eret);
	input [5:0] op,func;
	input [4:0] instr_25_21;
	input [31:0] rdata1;
	input [31:0] rdata2;
	output DM_R,DM_W,write_reg ,rf_we,mux3,mux5,mux4,jal,hilo_W,mfhi,mflo,mthi,mtlo,div,divu,multu,mul,exception,mtc0,mfc0,CP0_we,eret;
  output [1:0] s_ext; 
	output [4:0] aluc; 
	output [1:0] mux1; 
	output [1:0] mux2; 
	output [2:0] DM_ext;
	output [4:0] cause;
	wire r_type = ~|op;
	wire x_type = ~op[5] & op[4]  &  op[3] &  op[2] & ~op[1] & ~op[0];
	assign write_reg = (r_type == 1 || x_type == 1) ? 1 : 0;
	wire i_or        = r_type &  func[5] & ~func[4] & ~func[3] &  func[2] & ~func[1] &  func[0] ;
	wire i_xor       = r_type &  func[5] & ~func[4] & ~func[3] &  func[2] &  func[1] & ~func[0] ;
  wire i_nor       = r_type &  func[5] & ~func[4] & ~func[3] &  func[2] &  func[1] &  func[0] ;
	wire i_add       = r_type &  func[5] & ~func[4] & ~func[3] & ~func[2] & ~func[1] & ~func[0] ;
	wire i_addu      = r_type &  func[5] & ~func[4] & ~func[3] & ~func[2] & ~func[1] &  func[0] ;
	wire i_sub       = r_type &  func[5] & ~func[4] & ~func[3] & ~func[2] &  func[1] & ~func[0] ;
	wire i_subu      = r_type &  func[5] & ~func[4] & ~func[3] & ~func[2] &  func[1] &  func[0] ;
	wire i_and       = r_type &  func[5] & ~func[4] & ~func[3] &  func[2] & ~func[1] & ~func[0] ;
  wire i_slt       = r_type &  func[5] & ~func[4] &  func[3] & ~func[2] &  func[1] & ~func[0] ;
  wire i_sltu      = r_type &  func[5] & ~func[4] &  func[3] & ~func[2] &  func[1] &  func[0] ;
	wire i_sll       = r_type & ~func[5] & ~func[4] & ~func[3] & ~func[2] & ~func[1] & ~func[0] ;
	wire i_srl       = r_type & ~func[5] & ~func[4] & ~func[3] & ~func[2] &  func[1] & ~func[0] ;
	wire i_sra       = r_type & ~func[5] & ~func[4] & ~func[3] & ~func[2] &  func[1] &  func[0] ;
  wire i_sllv      = r_type & ~func[5] & ~func[4] & ~func[3] &  func[2] & ~func[1] & ~func[0] ;
  wire i_srlv      = r_type & ~func[5] & ~func[4] & ~func[3] &  func[2] &  func[1] & ~func[0] ;
  wire i_srav      = r_type & ~func[5] & ~func[4] & ~func[3] &  func[2] &  func[1] &  func[0] ;
	wire i_jr        = r_type & ~func[5] & ~func[4] &  func[3] & ~func[2] & ~func[1] & ~func[0] ;
	wire i_div       = r_type & ~func[5] &  func[4] &  func[3] & ~func[2] &  func[1] & ~func[0] ;
	wire i_multu     = r_type & ~func[5] &  func[4] &  func[3] & ~func[2] & ~func[1] &  func[0] ;
	wire i_divu      = r_type & ~func[5] &  func[4] &  func[3] & ~func[2] &  func[1] &  func[0] ;
	wire i_syscall   = r_type & ~func[5] & ~func[4] &  func[3] &  func[2] & ~func[1] & ~func[0] ;
	wire i_teq       = r_type &  func[5] &  func[4] & ~func[3] &  func[2] & ~func[1] & ~func[0] ;
	wire i_break     = r_type & ~func[5] & ~func[4] &  func[3] &  func[2] & ~func[1] &  func[0] ;
	wire i_mfhi      = r_type & ~func[5] &  func[4] & ~func[3] & ~func[2] & ~func[1] & ~func[0] ;
	wire i_mflo      = r_type & ~func[5] &  func[4] & ~func[3] & ~func[2] &  func[1] & ~func[0] ;
	wire i_mthi      = r_type & ~func[5] &  func[4] & ~func[3] & ~func[2] & ~func[1] &  func[0] ;
	wire i_mtlo      = r_type & ~func[5] &  func[4] & ~func[3] & ~func[2] &  func[1] &  func[0] ;
	wire i_jalr      = r_type & ~func[5] & ~func[4] &  func[3] & ~func[2] & ~func[1] &  func[0] ;
	wire i_clz       = x_type &  func[5] & ~func[4] & ~func[3] & ~func[2] & ~func[1] & ~func[0] ;
	wire i_mul       = x_type & ~func[5] & ~func[4] & ~func[3] & ~func[2] &  func[1] & ~func[0] ;
	wire i_addi      = ~op[5] & ~op[4] &  op[3] & ~op[2] & ~op[1] & ~op[0];
  wire i_addiu     = ~op[5] & ~op[4] &  op[3] & ~op[2] & ~op[1] &  op[0];
	wire i_andi      = ~op[5] & ~op[4] &  op[3] &  op[2] & ~op[1] & ~op[0];
	wire i_ori       = ~op[5] & ~op[4] &  op[3] &  op[2] & ~op[1] &  op[0];
	wire i_xori      = ~op[5] & ~op[4] &  op[3] &  op[2] &  op[1] & ~op[0];
	wire i_lw        =  op[5] & ~op[4] & ~op[3] & ~op[2] &  op[1] &  op[0];
	wire i_sw        =  op[5] & ~op[4] &  op[3] & ~op[2] &  op[1] &  op[0];
	wire i_beq       = ~op[5] & ~op[4] & ~op[3] &  op[2] & ~op[1] & ~op[0];
	wire i_bne       = ~op[5] & ~op[4] & ~op[3] &  op[2] & ~op[1] &  op[0];
  wire i_slti      = ~op[5] & ~op[4] &  op[3] & ~op[2] &  op[1] & ~op[0];
  wire i_sltiu     = ~op[5] & ~op[4] &  op[3] & ~op[2] &  op[1] &  op[0];
	wire i_lui       = ~op[5] & ~op[4] &  op[3] &  op[2] &  op[1] &  op[0];
	wire i_j         = ~op[5] & ~op[4] & ~op[3] & ~op[2] &  op[1] & ~op[0];
	wire i_jal       = ~op[5] & ~op[4] & ~op[3] & ~op[2] &  op[1] &  op[0];
	wire i_lbu       =  op[5] & ~op[4] & ~op[3] &  op[2] & ~op[1] & ~op[0];
  wire i_lb        =  op[5] & ~op[4] & ~op[3] & ~op[2] & ~op[1] & ~op[0];
	wire i_lhu       =  op[5] & ~op[4] & ~op[3] &  op[2] & ~op[1] &  op[0];
  wire i_lh        =  op[5] & ~op[4] & ~op[3] & ~op[2] & ~op[1] &  op[0];
	wire i_sb        =  op[5] & ~op[4] &  op[3] & ~op[2] & ~op[1] & ~op[0];
	wire i_sh        =  op[5] & ~op[4] &  op[3] & ~op[2] & ~op[1] &  op[0];
	wire i_bgez      = ~op[5] & ~op[4] & ~op[3] & ~op[2] & ~op[1] &  op[0];
	wire i_eret      = ~op[5] &  op[4] & ~op[3] & ~op[2] & ~op[1] & ~op[0] & ~func[5] &  func[4] &  func[3] & ~func[2] & ~func[1] & ~func[0] ;
	wire i_mfc0      = ~op[5] &  op[4] & ~op[3] & ~op[2] & ~op[1] & ~op[0] & ~func[5] & ~func[4] & ~func[3] & ~func[2] & ~func[1] & ~func[0]
	                          & ~instr_25_21[2];
	wire i_mtc0      = ~op[5] &  op[4] & ~op[3] & ~op[2] & ~op[1] & ~op[0] & ~func[5] & ~func[4] & ~func[3] & ~func[2] & ~func[1] & ~func[0]
	                          &  instr_25_21[2];
	assign s_ext[0]  = i_andi |i_ori    |i_xori |i_lui ;
  assign s_ext[1]  = i_addi |i_addiu  |i_lw   |i_sw  |i_beq  |i_bne  |i_slti  |i_sltiu |i_lbu  |i_lb    |i_lhu  |i_lh  |i_sb |i_sh |i_bgez;
	assign aluc[0]   = i_sub  |i_subu   |i_or   |i_nor |i_slt  |i_srl  |i_srlv  |i_ori   |i_slti |i_clz;
	assign aluc[1]   = i_add  |i_sub    |i_xor  |i_nor |i_slt  |i_sltu |i_sll   |i_sllv  |i_addi |i_xori  |i_slti |i_sltiu;
	assign aluc[2]   = i_and  |i_or     |i_xor  |i_nor |i_sll  |i_srl  |i_sra   |i_sllv  |i_srlv |i_srav  |i_andi |i_ori |i_xori;
	assign aluc[3]   = i_slt  |i_sltu   |i_sll  |i_srl |i_sra  |i_sllv |i_srlv  |i_srav  |i_slti |i_sltiu |i_lui ;
	assign aluc[4]   = i_clz;
 	assign mux1[0]   = ((rdata1==rdata2) & i_beq) | ((rdata1!=rdata2) & i_bne)  |i_j |i_jal |(!rdata1[31] & i_bgez);
	assign mux1[1]   = i_jr   |i_j     |i_jal  |i_jalr;
	assign rf_we     = i_add  |i_addu   |i_sub   |i_subu |i_and |i_or |i_xor |i_nor |i_slt |i_sltu |
				             i_sll  |i_srl    |i_sra   |i_sllv |i_srlv |i_srav |i_addi |i_addiu |i_andi |
				             i_ori  |i_xori   |i_lw    |i_slti |i_sltiu |i_lui |i_jal |i_mul |
									 	 i_clz  |i_mfhi   |i_mflo  |i_lbu  |i_lb |i_lh |i_lhu |i_jalr |i_mfc0;
	assign mux4      = i_lui  |i_addi   |i_addiu |i_andi |i_ori |i_xori |i_lw |i_sw |i_slti |i_sltiu |i_lb |i_lbu |i_lh |i_lhu |i_sb |i_sh;
	assign mux3      = i_sll  |i_srl    |i_sra;
	assign mux5      = i_jal  |i_jalr; 
	assign jal       = i_jal;
	assign mux2[0]   = i_lw   |i_lbu    |i_lb |i_lh |i_lhu  |i_mfc0 ;
	assign mux2[1]   = i_mfhi |i_mflo   |i_mfc0;
	assign DM_W      = i_sw   |i_sh     |i_sb;
	assign DM_R      = i_lw   |i_lbu    |i_lb |i_lh |i_lhu;
	assign DM_ext[0] = i_lb   |i_lh ;  
	assign DM_ext[1] = i_lhu  |i_lh ;
	assign DM_ext[2] = i_lw;
	assign mtc0      = i_mtc0;
	assign mfc0      = i_mfc0;
	assign exception = i_syscall |i_break |(i_teq&(rdata1==rdata2)) |i_eret;
	assign hilo_W    = i_mthi |i_mtlo |i_div |i_divu |i_multu;
	assign mfhi      = i_mfhi;
	assign mflo      = i_mflo;
	assign mthi      = i_mthi;
	assign mtlo      = i_mtlo;
	assign div       = i_div;
	assign divu      = i_divu;
	assign multu     = i_multu;
	assign mul       = i_mul;
	assign cause[4]  = 1'b0;
	assign cause[3]  = i_break | i_syscall | (i_teq & rdata1 == rdata2);
	assign cause[2]  = i_teq;
	assign cause[1]  = 1'b0;
	assign cause[0]  = i_break | (i_teq & rdata1 == rdata2);
  assign CP0_we    = i_mfc0  | i_mtc0 |i_syscall |i_break |(i_teq&(rdata1==rdata2)) |i_eret;
	assign eret      = i_eret;
endmodule
```

## flow/run.sh

```bash
#!/bin/bash
# OpenROAD 26Q1-2900-gdf79404cd8, Yosys 0.63+post, stock flow scripts
make -C /OpenROAD-flow-scripts/flow DESIGN_CONFIG=/design/flow/config.mk WORK_HOME=/design/flow/orfs finish
```

==> run summary <==
run metrics: Via Count=1967, P per Cell Area=100 nW/µm², Worst IR Drop VDD=0.0419 mV, net load switching power=124 µW, Setup WS post-layout=0.0891 ns, CP Launch Type=input pin, GP Congestion=0.895, chip area in the Yosys report=1190 µm², antenna diode count=0, final hold violations=0, GRT Total Usage=10.0%, first-pass GRT wire length=9.68 mm, Fmax=383 MHz, Placement Rows=31, largest net degree at the start of global routing=19, Floorplan Utilization=16.4%, Syn Inst Count=183, clock network fraction of design power=0%, Log Warnings=38, Ports=122, Post-Route Setup TNS=0 ns, grt ovf=0, final setup fails=0, Slew Viols, Final=0, most numerous cell in the Yosys netlist=xnor2_1, critical path data required time=2.16 ns, Cell Type Count=46, max-cap viol count=0, P_leak=0.00166 µW, mapped cell area=1190 µm², Synth top cells by count=xnor2_1 (33), nand2_1 (19), nor2_1 (15), Data arrival, critical path=2.07 ns, Avg Cell Area, Syn=6.52 µm², Final min period=2.61 ns, Place WS=-0.592 ns, drt pass-1 iters=4, Cell area leaders=xnor2_1 (24%), nand2_1 (6.0%), nand4_1 (5.8%), post-synth top area cell=xnor2_1, Gate power share=100.0%, Max-area cell share=24.2%, Crit. End Element=output port, initial antenna violation count=0, Routed WL=6.27 mm, PortBufs=116, storage element area=0 µm², Switching Fraction=40.7%, yosys cell count=183, vias in the first global route=2060, Int Pwr=181 µW, Residual DRC=0, RSZ-0062 raised after global routing=yes, Seq cells=0, share of post-route cells with drive strength above 1=36.2%, post-DR wirelength/cell=13.9 µm, # clk buffers=0, die height=107 µm, area delta synth->final=155%, CP Max Fanout=4, status=complete, no violations, routed vias/inst=4.37, post-route ant nets=0, First DRT Iteration DRCs=67, Post-DP HPWL=5.38 mm, sequential share of power=0%, chip width=107 µm, DIE AREA=11400 µm², WS Path Type=input pin to output port, final period utilization=96.7%, Synth Warn #=0, Core Area=7290 µm², Hold WC Path Type=input pin to output port, Seq share, synth=0%
==> per-layer routing <==
layer  share of wire [%]  routed length [µm]  vias up  GRT usage (%)
li1                    -                   -      988              -
met4                   0                   0        0              0
met2                  46                2890       95           17.1
met3                  11                 698        0           4.24
met5                   0                   0        -              0
met1                  43                2670      884           12.2
==> kinds of logic after synthesis <==
| kind of cell | synth area share (%) |
|---|---|
| AND/OR/NAND/NOR | 46.7 |
| XOR/XNOR | 24.2 |
| AND-OR/OR-AND | 17.2 |
| buffers and inverters | 11.5 |
| other | 0.314 |
==> cell type report <==
type,instances,area (µm²)
fill,755,4250
inverter,5,18.8
multi-input combinational,161,1240
tap,99,124
timing repair buffer,185,1660
==> layout by cell type, fill, tap and decap left out, drive strengths merged, types with 2 or more instances in the layout <==
cell type | Yosys | layout
o211ai | 2 | 2
buf | 13 | 77
dlygate4sd2 | 0 | 29
nor4b | 2 | 2
a32oi | 2 | 2
inv | 5 | 5
nand2 | 19 | 19
o21ai | 9 | 9
or2 | 2 | 2
nor2b | 6 | 6
clkdlybuf4s15 | 0 | 8
xnor2 | 33 | 33
nand2b | 5 | 5
a21oi | 6 | 6
nand3 | 5 | 5
and3 | 4 | 4
clkbuf | 5 | 12
nor3 | 10 | 10
nor2 | 17 | 17
conb | 1 | 2
nor4 | 7 | 7
clkdlybuf4s50 | 0 | 26
nand4 | 11 | 11
or3 | 3 | 3
dlymetal6s2s | 0 | 33
==> power groups by stage <==
stage     registers [µW]  logic [µW]  clock network [µW]
6_report               0         304                   0
5_1_grt                0         333                   0
4_1_cts                0         303                   0
==> repair_timing <==
action                                 CTS  global route
hold buffers                             0             0
cloned                                   0             0
resized                                117            81
endpoints found under the hold margin    0             0
setup buffers                            6             8
setup endpoints to repair               37            25
pin swaps                               42            45
==> worst paths after layout <==
check | start | endpoint | cells after the start
max | op[5] | mux2[0] | 9
min | func[0] | div | 3
==> per-stage QoR <==
| step | utilization [%] | hold WS (ns) | cell area [µm²] | instances | power, µW |
|---|---|---|---|---|---|
| 2_1_floorplan | - | 1.09 | 1200 | 184 | 114 |
| 3_3_place_gp | 38.2 | 2.18 | 2780 | 437 | 309 |
| 3_5_place_dp | 38.2 | 2.19 | 2780 | 437 | 312 |
| 4_1_cts | 39.5 | 1.72 | 2880 | 443 | 303 |
| 5_1_grt | 41.7 | 1.46 | 3040 | 450 | 333 |
| 6_report | 41.7 | 1.44 | 3040 | 450 | 304 |
==> critical path: stages <==
cell and delay [ns]:
buf_4 0.13, buf_4 0.13, nor3_4 0.14, and4_4 0.24, buf_4 0.12, nand2_2 0.06
nor2_2 0.12, or2_2 0.11, clkdlybuf4s50_1 0.47
Power figures rest on the tool's default switching activity, not on a simulated workload.
